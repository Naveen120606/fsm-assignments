<file path="/design/flow/design.v">
`timescale 1ms / 1us
module traffic_light(input clk,rst,tick,output ns_g, ns_y, ns_r, ew_g, ew_y, ew_r);
parameter NS_G=2'd0, NS_Y=2'd1, EW_G=2'd2, EW_Y=2'd3;
reg [1:0] state,next_state;
reg [2:0] tick_counter;
always@(*) begin
case(state)
NS_G: next_state = NS_Y;
NS_Y: next_state = EW_G;
EW_G: next_state = EW_Y;
EW_Y: next_state = NS_G;
endcase
end
always @(posedge clk) begin
if (rst) begin
state <= NS_G;
tick_counter <= 0;
end 
else if (tick) begin  
if ((state == NS_G  && tick_counter == 3'd4) || (state == NS_Y && tick_counter == 3'd1) ||(state == EW_G  && tick_counter == 3'd4) ||(state == EW_Y && tick_counter == 3'd1))
begin
state <= next_state;
tick_counter <= 0;
end else begin
tick_counter <= tick_counter + 1;
end
end
end
assign ns_g = state == NS_G;
assign ns_y = state == NS_Y;
assign ns_r = state == EW_G;
assign ew_g = state == EW_G;
assign ew_y = state == EW_Y;
assign ew_r = state == NS_G;
endmodule
</file>
<file path="/design/flow/run.sh">
#!/bin/bash
# OpenROAD 26Q1-2900-gdf79404cd8, Yosys 0.63+post, stock flow scripts
make -C /OpenROAD-flow-scripts/flow DESIGN_CONFIG=/design/flow/config.mk WORK_HOME=/design/flow/orfs finish
</file>
<file path="/design/flow/config.mk">
export PLATFORM = sky130hd
export DESIGN_NAME = traffic_light
export DESIGN_NICKNAME = traffic_light
export VERILOG_FILES = /design/flow/design.v
export SDC_FILE = /design/flow/constraint.sdc
export NUM_CORES = 4
export LEC_CHECK = 1
export CORE_AREA = 10 10 70 70
export DIE_AREA = 0 0 80 80
</file>
<file path="/design/flow/constraint.sdc">
current_design traffic_light

set clk_period 1.8
set clk_io_pct 0.2

create_clock -name clk0 -period $clk_period [get_ports {clk}]

set non_clock_inputs [all_inputs -no_clocks]
set_input_delay [expr $clk_period * $clk_io_pct] -clock clk0 $non_clock_inputs
set_output_delay [expr $clk_period * $clk_io_pct] -clock clk0 [all_outputs]
</file>
==> out/metrics.cfg <==
[outcome]
run_status = finished, final reports clean

[critical_path]
startpoint_type = flip-flop
critPathArrivalTime_ns = 1.25
ff2ff_path_depth = 6
cp_cell_sequence = clkdlybuf4s50_1
critPathSlowestCell = clkdlybuf4s50_1
cp_max_fo = 8
worstPathRequired_ns = 1.44
reg2reg_from = tick_counter[0]$_SDFFE_PP0P_
setup.worst_path.class = flip-flop to output port
max_stage_delay_ns = 0.52
crit_buf_inv = 1
ff2ff_setup_slack_ns = 0.46
cp_top_family = buffers and inverters
reg2reg_end = state[0]$_DFF_P_
setup.worst_path.end_class = output port

[clocking]
htree_levels = 1
cts-buffers-inserted = 3
holdBufCountCts = 0
cts_setup_buffers = 0
cts_tree = built
clock_tree.root_cell = clkbuf_4
clk_pin_slew_worst_paths_ns = 0.05
total_clock_sinks = 7
clock_path_buffers = 2
clkLatencyLatePin_ns = 0.25
post_cts.resized_instances = 0

[timing]
setup_tns_ns = 0
grt_setup_unrepaired = false
worstMarginPinSlew_ns = 0.377
final.period_utilization_pct = 89.7
final_max_slew_viol_count = 0
maxSlewHeadroom_pct = 74.8
setup_violations = 0
clock_skew_ns = 0.00533
clock.fmax_mhz = 620
post-route-min-period_ns = 1.61
final_critical_path_setup_slack_ns = 0.186
finalHoldViolCount = 0

[yosys]
ys_ff = 7
ys.warnings.count = 1
post_synth_instance_area_sq_um = 434
sequential_element_share_of_the_synthesized_area_pct = 32.3
cell_count_listed_in_synth_stat_txt = 54
post_synth_num_cell_types = 20
synth_chip_area_sq_um = 434
synthesis.instances = 54
post_synth.cell_area_avg_sq_um = 8.04

[cells_and_area]
final_area_sq_um = 586
most_frequent_cells_in_the_layout = clkdlybuf4s50_1 (8), nand2_1 (7), dfxtp_1 (7)
areaGrowthSynthToFinish_pct = 34.9
finish.utilization_pct = 17.1
post_route_cells_drive_above_1_share_pct = 10.9
mostFrequentLayoutCell = clkdlybuf4s50_1

[grt]
grt_antenna_before_repair = 0
grtUsageMet2_pct = 4.57
globalRoute.totalOverflow = 0
track_usage_pct = 3.18
use_met1_pct = 3.95
grt_pass1_vias = 374
globalRouteMet3Util_pct = 2.05
grt_busiest_layer = met2
grt_max_degree = 12
grt_pass1_wl_mm = 1.68

[floorplan]
die_area_sq_um = 6400
fp-row-count = 21
core_sq_um = 3420
ios = 9
floorplan.core_util_pct = 12.7
fp.dieW_microns = 80
die-height_microns = 80

[place]
placed_cell_area_sq_um = 559
dpl_worst_slack_ns = 0.157
portbufs = 8
gpl.final_weighted_congestion = 0.829
place_hpwl_microns = 796

[route]
drtAntennaViolNets = 0
drc_errors = 0
firstDrtPassIters = 4
postRouteWirelength_mm = 1.01
antenna_cells = 0
routed_wire_length_per_instance_microns = 9.17
drt-initial-drc-count = 24
via_density_per_instance = 3.75
via_count = 412

[run]
maxCapViolations = 0
log.warning_count = 27

[power_and_ir_drop]
post_layout_power_uw = 358
largest_vdd_supply_drop_uv = 175
power_density_nw_per_um2 = 612
p_leak_uw = 0.000195

[min_path]
worstHoldEndpoint = tick_counter[1]$_SDFFE_PP0P_
hold_class = flip-flop to flip-flop
hold_path_start = tick_counter[1]$_SDFFE_PP0P_
whs_path_depth = 2

state kept, by name, indices dropped and copies added (netlist names):
register      flops
state             4
tick_counter      3
worst reg2reg max path, cell delays in order (launching register included):
cell,delay (ns)
dfxtp_1,0.37
inv_1,0.08
ha_1,0.24
o211ai_2,0.14
o21ai_0,0.13
a31oi_1,0.20
nand2_1,0.08
cell families (layout without fill, tap and decap cells):
family | after synthesis | after routing | synth area share [%]
AND/OR/NAND/NOR | 18 | 18 | 20.8
AND-OR/OR-AND | 19 | 19 | 28.8
flip-flops | 7 | 7 | 32.3
adder cells (fa/ha/maj) | 3 | 3 | 8.65
buffers and inverters | 6 | 16 | 7.20
multiplexers | 1 | 1 | 2.31
power breakdown:
| group | leakage (uW) | internal, uW | switching (uW) |
|---|---|---|---|
| logic | 0.000123 | 23.0 | 28.2 |
| registers | 0.0000568 | 160 | 4.88 |
| clock network | 0.0000150 | 84.6 | 57.9 |
through the flow:
stage | std cells | hold WS, ns
global placement | 106 | 0.474
CTS | 110 | 0.494
global route | 110 | 0.520
finish | 110 | 0.495
floorplan | 54 | 0.429
detailed placement | 106 | 0.488
layer usage:
layer	vias up	wire length, microns
li1	212	-
met1	189	463
met2	9	445
met3	2	92
met4	0	8
met5	-	0
cell type report:
class | count | area (sq um)
Clock buffer | 4 | 26.3
Fill cell | 389 | 2830
Inverter | 3 | 11.3
Multi-Input combinational cell | 41 | 263
Sequential cell | 7 | 140
Tap cell | 46 | 57.6
Timing Repair Buffer | 9 | 87.6
synthesized netlist by cell type:
| master | n | area, sq um |
|---|---|---|
| nand2_1 | 7 | 26.3 |
| o21a_4 | 1 | 15.0 |
| a21oi_1 | 6 | 30.0 |
| o21ai_1 | 2 | 10.0 |
| nor2b_1 | 1 | 6.26 |
| ha_1 | 3 | 37.5 |
| o21a_1 | 1 | 7.51 |
| o211ai_2 | 1 | 12.5 |
| mux2i_1 | 1 | 10.0 |
| nand2b_4 | 1 | 13.8 |
| dfxtp_1 | 7 | 140 |
| buf_4 | 2 | 15.0 |
| a31oi_1 | 4 | 25.0 |
| a21o_1 | 2 | 15.0 |
| nand4_1 | 2 | 12.5 |
| buf_2 | 1 | 5.00 |
| nor2_1 | 3 | 11.3 |
| inv_1 | 3 | 11.3 |
| nand3_1 | 4 | 20.0 |
| o21ai_0 | 2 | 10.0 |
worst max-delay path by stage:
stage | startpoint | endpoint | slack (ns) | depth (start not counted)
final | state[1]$_DFF_P_ | ew_g | 0.19 | 1
after global routing | state[1]$_DFF_P_ | ew_g | 0.14 | 1
after CTS | state[1]$_DFF_P_ | ew_g | 0.17 | 1
Power figures rest on the tool's default switching activity, not on a simulated workload.
