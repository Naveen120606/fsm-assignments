## config.mk

```make
export PLATFORM = sky130hd
export DESIGN_NAME = link_top
export DESIGN_NICKNAME = link_top
export VERILOG_FILES = /design/flow/design.v
export SDC_FILE = /design/flow/constraint.sdc
export NUM_CORES = 4
export LEC_CHECK = 1
export CORE_AREA = 10 10 83 83
export DIE_AREA = 0 0 93 93
```

## design.v

```verilog
`timescale 1ns / 1ps
module link_top(input clk,rst,output done);
wire req, ack;
wire [7:0] data,last_byte;
master_fsm mas(.clk(clk),.rst(rst),.ack(ack),.req(req),.data(data),.done(done));
slave_fsm sla(.clk(clk),.rst(rst),.req(req), .data_in(data),.ack(ack),.last_byte(last_byte));
endmodule
module master_fsm(input clk,rst,ack, output req,done,output [7:0] data);
reg [2:0] state, next_state;
reg [2:0] bytes_sent;  
reg [7:0] data_reg;
parameter IDLE = 3'd0,ASSERT_REQ = 3'd1,WAIT_ACK_HI= 3'd2,DROP_REQ = 3'd3, WAIT_ACK_LO = 3'd4,NEXT_BYTE = 3'd5,DONE_ST = 3'd6; 
always @(*) begin
case (state)
IDLE:next_state = ASSERT_REQ;
ASSERT_REQ:next_state = WAIT_ACK_HI;
WAIT_ACK_HI:next_state = (ack ? DROP_REQ  : WAIT_ACK_HI);
DROP_REQ:next_state = WAIT_ACK_LO;
WAIT_ACK_LO:next_state = (!ack ? NEXT_BYTE : WAIT_ACK_LO);
NEXT_BYTE:next_state = (bytes_sent == 3'd4 ? DONE_ST : ASSERT_REQ);
DONE_ST:next_state = DONE_ST;
default:next_state = IDLE;
endcase
end
always @(posedge clk) begin
if (rst) begin
state      <= IDLE;
bytes_sent <= 3'd0;
data_reg   <= 8'hA0; 
end else begin
state <= next_state;
if (state == WAIT_ACK_LO && ack == 1'b0) begin
bytes_sent <= bytes_sent + 3'd1;
data_reg   <= data_reg + 8'h01; 
end
end
end
assign req  = (state == ASSERT_REQ) || (state == WAIT_ACK_HI);
assign done = (state == DONE_ST);
assign data = data_reg;
endmodule
module slave_fsm(input  clk,rst,req,input [7:0] data_in,output ack,output reg [7:0] last_byte);
parameter WAIT_REQ = 2'd0,ACK_ASSERT = 2'd1,ACK_HOLD = 2'd2,WAIT_DROP = 2'd3;
reg [1:0] state, next_state;
reg [1:0] hold_cnt;
always @(*) begin
case (state)
WAIT_REQ:next_state = req ? ACK_ASSERT : WAIT_REQ;
ACK_ASSERT:next_state = ACK_HOLD;
ACK_HOLD:next_state = (hold_cnt == 2'd1 ? WAIT_DROP : ACK_HOLD);
WAIT_DROP:next_state = req ? WAIT_DROP : WAIT_REQ;
default:next_state = WAIT_REQ;
endcase
end
always @(posedge clk) begin
if (rst) begin
state     <= WAIT_REQ;
hold_cnt  <= 2'd0;
last_byte <= 8'd0;
end 
else begin
state <= next_state;
if (state == ACK_ASSERT) begin
last_byte <= data_in;  
hold_cnt  <= 2'd0;
end 
else if (state == ACK_HOLD) begin
hold_cnt <= hold_cnt + 2'd1;
end 
else if (state == WAIT_REQ) begin
hold_cnt <= 2'd0;
end
end
end
assign ack = (state == ACK_ASSERT) || (state == ACK_HOLD) || (state == WAIT_DROP);
endmodule
```

## constraint.sdc

```tcl
current_design link_top

set clk_period 1.7
set clk_io_pct 0.2

create_clock -name clk0 -period $clk_period [get_ports {clk}]

set non_clock_inputs [all_inputs -no_clocks]
set_input_delay [expr $clk_period * $clk_io_pct] -clock clk0 $non_clock_inputs
set_output_delay [expr $clk_period * $clk_io_pct] -clock clk0 [all_outputs]
```

## run.sh

```bash
#!/bin/bash
# OpenROAD 26Q1-2900-gdf79404cd8, Yosys 0.63+post, stock flow scripts
make -C /OpenROAD-flow-scripts/flow DESIGN_CONFIG=/design/flow/config.mk WORK_HOME=/design/flow/orfs finish
```

==> impl_metrics.tcl <==
# implementation run metrics
set metrics [dict create \
    area_leaders "dfxtp_1 52%, ha_1 6.1%, nor2_1 5.5%" \
    yosys.area.top_type_share 0.525 \
    critPathLaunch "mas.state[3]" \
    tightest_slew_ps 527 \
    synthArstFlopShare 0 \
    cts-hold-fix-buffers 0 \
    status "complete, no violations" \
    io_buffers 2 \
    synthFlopType "dfxtp_1" \
    finalCritPeriodShare 0.823 \
    clock-sinks 16 \
    cts_tree "built" \
    hold_class "flop to flop" \
    dp.cells 132 \
    ant_nets 0 \
    fin_crit_ps 1400 \
    grt_max_degree 17 \
    clk_pin_slew_worst_paths_ps 60 \
    yosys.cell_count.top_type "dfxtp_1" \
    grt_overflow 0 \
    layout_setup_ws_ps 301 \
    worst_path_dominant_cell_family "buffers and inverters" \
    setup.worst_path.end "done" \
    clock_skew_ps 5.16 \
    comb_area_sq_um 256 \
    cts-buffers-inserted 3 \
    worstReg2RegEnd "mas.bytes_sent[1]" \
    setup_tns_ps 0 \
    finalWeightedCongestion 0.751 \
    path_max_fanout 2 \
    wl_per_cell_microns 6.76 \
    synth_seq_share 0.525 \
    maxSlewHeadroom 0.647 \
    critPathArrivalTime_ps 1060 \
    routed-via-count 416 \
    setup_viol 0 \
    cp-start-kind "flop" \
    ys_types 21 \
    drcViolationCount 0 \
    drtIter0Drc 21 \
    hpwl_microns 624 \
    pin_count 3 \
    peakVddDrop_mv 0.266 \
    path_cells "clkdlybuf4s50_1" \
    initial_core_util 0.119 \
    worstReg2RegStart "sla.state[1]" \
    rsz0062_at_grt "no" \
    hold_viol 0 \
    final_cells 136 \
    syn-instance-count 62 \
    grt_pass1_vias 411 \
    cp_slowest_stage_delay_ps 490 \
    yosys_warnings 2 \
    drv_slew 0 \
    p_total_uw 766 \
    root_buffer "clkbuf_8" \
    largest_area_cell "dfxtp_1" \
    rows 26 \
    edf_count 0 \
    yosys-stat-cells 62 \
    clock_latency_ps 250 \
    dieArea_sq_um 8650 \
    end_kind "output port" \
    hp-start "mas.state[6]" \
    cts_setup_buffers 0 \
    max-clock-path-buffers 2 \
    antenna_found_initial 0 \
    firstDrtPassIters 2 \
    p_per_area_nw_per_um2 1010 \
    track_usage 0.0221 \
    wl_microns 919 \
    area_delta_synth_final_pct 24.2 \
    slowest_stage "clkdlybuf4s50_1" \
    p_leak_nw 0.252 \
    dieWidth_microns 93 \
    core-area_sq_um 5140 \
    fmax_ghz 0.715 \
    reg2reg_setup_slack_ps 430 \
    layout-drive-gt1-share 0.106 \
    vias_per_cell 3.06 \
    n_fill_cell 594 \
    place_ws_ps 288 \
    synthTopCellsByCount "16 x dfxtp_1, 9 x nor2_1, 6 x a21oi_1" \
    criticalPathCategory "flop to output port" \
    grt_pass1_wl_mm 1.70 \
    tool_warnings 26 \
    crit_required_ps 1360 \
    avgSynthCellArea_sq_um 9.85 \
    worst-path-buf-inv 1 \
    cp_num_cells 1 \
    regArea_sq_um 320 \
    die_y_microns 93 \
    worstHoldPathCells 2 \
    cts-htree-levels 1 \
    ys_chip_area_sq_um 611 \
    maxCapViolCount 0 \
    antenna_cells 0 \
    rr_worst_depth 3 \
    post_cts_resized 0 \
    syn_area_sq_um 611 \
    ys_ff 16 \
]
-- metal layers --
layer,global-route usage,wire length (microns)
met2,0.0356,369
met1,0.0291,495
met3,0.00323,15
met5,0,0
met4,0.00900,38
-- tightest hold or removal path, delay by kind of cell, from the launching register on --
| family | cells | cell delay (ps) |
|---|---|---|
| flops | 1 | 310 |
| simple gates | 1 | 70 |
| compound gates | 1 | 30 |
-- report_power, final --
part | switching (mW) | leakage (nW) | internal (mW)
combinational | 0.0169 | 0.0924 | 0.0167
clock | 0.124 | 0.0288 | 0.205
sequential | 0.0148 | 0.131 | 0.388
total | 0.156 | 0.252 | 0.610
-- sequential cells by signal, summed over array words and instances (netlist names) --
name            flops
mas.state           7
sla.state           4
mas.bytes_sent      3
sla.hold_cnt        2
-- cell type report --
class | count | area share
sequential | 16 | 0.422
tap | 70 | 0.116
multi-input combinational | 39 | 0.338
inverter | 5 | 0.0248
timing repair buffer | 2 | 0.0264
clock buffer | 4 | 0.0726
-- worst min path at each step --
stage	slack, ps	to
after CTS	450	mas.state[1]
after global routing	480	mas.state[1]
final	450	mas.state[1]
-- cells in the final DEF, fill, tap and decap left out, drive strengths merged --
cell type,n
nor4b,1
inv,5
ha,3
dfxtp,16
o31a,1
clkbuf,4
a31oi,1
nand2b,2
or3,1
nor3,3
nor2,9
nor3b,2
a21oi,6
nand3,1
a21o,1
xnor2,1
mux2i,2
o21ai,2
nor2b,1
nand2,2
clkdlybuf4s50,2
-- metrics by stage --
stage / hold WS (ps) / area [sq um] / utilization
finish: 448 / 758 / 0.148
global route: 477 / 758 / 0.148
CTS: 451 / 758 / 0.148
detailed placement: 435 / 703 / 0.137
global placement: 428 / 703 / 0.137
floorplan: 368 / 611 / -
-- cells by family (layout without fill, tap and decap cells) --
kind of cell / Yosys count / count (layout) / share of synthesized area
mux: 2 / 2 / 0.0328
simple gates: 22 / 22 / 0.205
flops: 16 / 16 / 0.525
xor+xnor: 1 / 1 / 0.0143
compound gates: 11 / 11 / 0.107
buf+inv: 7 / 11 / 0.0553
fa+ha+maj: 3 / 3 / 0.0615
Power figures rest on the tool's default switching activity, not on a simulated workload.
