==> ./design.v <==
`timescale 1ns / 1ps
module vending_mealy (input clk,reset,input [1:0] coin,output reg dispense,chg5);
parameter S0=2'd0,S1= 2'd1,S2=2'd2,S3=2'd3;
reg [1:0] state, next_state;
always @(*) begin
case (state)
S0:next_state = (coin==2'b01)?S1:(coin==2'b10)?S2:S0;
S1:next_state = (coin==2'b01)?S2:(coin==2'b10)?S3:S1;
S2:next_state = (coin==2'b01)?S3:(coin==2'b10)?S0:S2;
S3:next_state = (coin==2'b01)?S0:(coin==2'b10)?S0:S3;
endcase
end
always @(posedge clk) begin
if (reset) begin state <= S0;
dispense<=0;
chg5<=0;
end
else begin  state <= next_state;
dispense <= (state==S3 && coin == 2'b01) || (state==S3 && coin == 2'b10) || (state==S2 && coin == 2'b10); 
chg5 <= (state==S3 && coin==2'b10);
end
end
endmodule
==> ./run.sh <==
#!/bin/bash
# OpenROAD 26Q1-2900-gdf79404cd8, Yosys 0.63+post, stock flow scripts
make -C /OpenROAD-flow-scripts/flow DESIGN_CONFIG=/design/flow/config.mk WORK_HOME=/design/flow/orfs finish
==> ./config.mk <==
export PLATFORM = sky130hd
export DESIGN_NAME = vending_mealy
export DESIGN_NICKNAME = vending_mealy
export VERILOG_FILES = /design/flow/design.v
export SDC_FILE = /design/flow/constraint.sdc
export NUM_CORES = 4
export LEC_CHECK = 1
export CORE_AREA = 10 10 70 70
export DIE_AREA = 0 0 80 80
==> ./constraint.sdc <==
current_design vending_mealy

set clk_period 1.7
set clk_io_pct 0.2

create_clock -name clk0 -period $clk_period [get_ports {clk}]

set non_clock_inputs [all_inputs -no_clocks]
set_input_delay [expr $clk_period * $clk_io_pct] -clock clk0 $non_clock_inputs
set_output_delay [expr $clk_period * $clk_io_pct] -clock clk0 [all_outputs]
==> flow_summary.json <==
{
  "switching_share_pct": 21.9,
  "clock_skew_ns": 0.00489,
  "p_int_mw": 0.251,
  "cts_tree": "yes",
  "totalWireLength_um": 483,
  "cts_hold_buf": 0,
  "synthesis.area_um2": 256,
  "synth-xor-area-share_pct": 3.41,
  "compound_area_share_pct": 24.9,
  "ant_nets": 0,
  "ys_types": 16,
  "cts.sinks": 6,
  "chip_area_um2": 6400,
  "ys_sh_mux_pct": 3.90,
  "synth_flops": 6,
  "hpwl_um": 346,
  "crit_path_max_fanout": 6,
  "tool_warnings": 25,
  "p_leak_nw": 0.124,
  "min_path_type": "reg2reg",
  "coreArea_um2": 3420,
  "antennaDiodeCount": 0,
  "worst_pin_slew_ns": 0.351,
  "final-max-slew-violation-count": 0,
  "post_synth.cell_area_avg_um2": 9.87,
  "die_h_um": 80,
  "cts_setup_buffers": 0,
  "peakVddDrop_uv": 186,
  "worstSkewPairLatency_ns": 0.24,
  "instances_no_fill": 80,
  "clockRootBuffer": "clkbuf_4",
  "ys_cells": 26,
  "finalCritPeriodShare_pct": 80.3,
  "placedCellCount": 77,
  "yosys.area_share.simple_pct": 19.5,
  "post-route-cell-area_um2": 387,
  "p_clk_share_pct": 39.3,
  "crit_type": "in2reg",
  "powerDensity_nw_per_um2": 832,
  "io_pins": 6,
  "relSlewSlack_pct": 76.5,
  "required_ns": 1.83,
  "switchingPower_mw": 0.0705,
  "yosysTopAreaCellShare_pct": 46.8,
  "period_minus_slack_ns": 1.36,
  "ys_seq_share_pct": 46.8,
  "comb_power_share_pct": 12.8,
  "vias_per_cell": 2.64,
  "synthAdderAreaFrac_pct": 0,
  "grt_pass1_wl_um": 703,
  "cts_made_buffers": 3,
  "fillers": 392,
  "numPortBuffers": 5,
  "wl_per_cell_um": 6.04,
  "status": "finished, final reports clean",
  "dp_slack_ns": 0.107,
  "fp.dieW_um": 80,
  "critPathLaunchType": "primary input",
  "setup_tns_ns": 0,
  "area_leaders": "dfxtp_1, a211oi_1, a22oi_1",
  "synth_top_cell_by_area": "dfxtp_1",
  "grt_max_degree": 7,
  "fin_util_pct": 11.3,
  "place_area_um2": 364,
  "drtPass1Iterations": 3,
  "ys_area_um2": 256,
  "clk_pin_slew_ns": 0.04,
  "yosys_warnings": 1,
  "setup_violations": 0,
  "p_total_mw": 0.322,
  "place_congestion": 0.715,
  "netlist_instances": 26,
  "grt_pass1_vias": 165,
  "num_rows": 21,
  "crit_arrival_ns": 1.49,
  "grt_overflow": 0,
  "initialDrtViolationCount": 12,
  "rsz0062_at_grt": "false",
  "track_usage_pct": 1.37,
  "drive_above_1_share_pct": 14.7,
  "cts_resized": 0,
  "holdWs_ns": 0.467,
  "hold_viol": 0,
  "top_logic_kind": "AND-OR/OR-AND gates",
  "pwr-share-seq_pct": 48.0,
  "h-tree-depth": 1,
  "antenna_found_initial": 0,
  "cts_buffer_depth": 2,
  "drv_cap": 0,
  "end_kind": "register",
  "area_growth_pct": 50.7,
  "fmax_mhz": 733,
  "worst_slack_ns": 0.336,
  "drc_errors": 0,
  "via_count": 211,
  "fp_util_pct": 7.51
}
-- final timing paths --
check	startpoint	to	slack, ns	cells after the start
max	coin[1]	state[0]	0.34	4
min	state[3]	state[3]	0.47	2
max reg2reg	state[1]	state[1]	0.80	3
min reg2reg	state[3]	state[3]	0.47	2
-- critical path, stage by stage --
cell             delay [ns]
clkdlybuf4s50_1        0.52
xnor2_1                0.36
nand2b_1               0.10
a21o_1                 0.18
-- power groups by stage --
stage / Sequential (mW) / Combinational, mW / Clock (mW)
4_1_cts: 0.154 / 0.0410 / 0.133
5_1_grt: 0.155 / 0.0449 / 0.139
6_report: 0.154 / 0.0411 / 0.126
-- synth_stat cells (all sizes together) --
| master | count |
|---|---|
| nand2b | 1 |
| a21oi | 1 |
| a211oi | 2 |
| and2b | 1 |
| nor3b | 1 |
| a22oi | 3 |
| nand2 | 1 |
| nor2b | 2 |
| a21o | 1 |
| inv | 1 |
| mux2i | 1 |
| nor2 | 3 |
| xnor2 | 1 |
| a2bb2oi | 1 |
| dfxtp | 6 |
-- cell usage in the layout, fill, tap and decap left out --
| master | n |
|---|---|
| a2bb2oi_1 | 1 |
| xnor2_1 | 1 |
| dfxtp_1 | 6 |
| a22oi_1 | 2 |
| nor3b_1 | 1 |
| nor2b_1 | 2 |
| a211oi_1 | 2 |
| a21oi_1 | 1 |
| inv_1 | 1 |
| a22oi_2 | 1 |
| nor2_1 | 3 |
| and2b_2 | 1 |
| mux2i_1 | 1 |
| a21o_1 | 1 |
| nand2_1 | 1 |
| nand2b_1 | 1 |
| clkbuf_4 | 3 |
| clkdlybuf4s50_1 | 5 |
-- metal layers --
metal / routed length (µm) / share of wire [%] / GRT usage [%]
met1: 242 / 50 / 1.87
met4: 0 / 0 / 0.176
met5: 0 / 0 / 0
met3: 98 / 20 / 1.48
met2: 142 / 29 / 1.36
-- flip-flops by register name, summed over array words and instances, names as in the netlist --
name / cells
dispense: 1
state: 4
chg5: 1
-- logic make-up (layout without fill, tap and decap cells) --
family                    after synthesis  count (layout)
DFF                                     6               6
xor gates and xnor gates                1               1
AOI/OAI and AO/OA                       8               8
buffers and inverters                   1               9
muxes                                   1               1
and+or+nand+nor                         9               9
-- layout make-up --
class | instances | area, µm² | share of cell area, %
well taps | 46 | 57.6 | 14.9
inverters | 1 | 3.75 | 0.971
repair buffers | 5 | 50.0 | 12.9
flip-flops and latches | 6 | 120 | 31.1
clock buffers | 3 | 22.5 | 5.83
multi-input cells | 19 | 133 | 34.3
Power and IR drop assume default switching activity.
